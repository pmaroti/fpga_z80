--- ./design.v ---
module clkdiv (
    input  wire clk_in,      
    output reg  clk_out = 0  
);
    localparam DIVISOR = 500_000;
    integer count = 0;
    always @(posedge clk_in) begin
        if (count == (DIVISOR - 1)) begin
            count   <= 0;
            clk_out <= ~clk_out;   
        end else begin
            count <= count + 1;
        end
    end
endmodule
--- ./run.sh ---
#!/bin/bash
# OpenROAD 26Q1-2900-gdf79404cd8, Yosys 0.63+post, stock flow scripts
make -C /OpenROAD-flow-scripts/flow DESIGN_CONFIG=/design/flow/config.mk WORK_HOME=/design/flow/orfs finish
--- ./config.mk ---
export PLATFORM = sky130hd
export DESIGN_NAME = clkdiv
export DESIGN_NICKNAME = clkdiv
export VERILOG_FILES = /design/flow/design.v
export SDC_FILE = /design/flow/constraint.sdc
export NUM_CORES = 4
export LEC_CHECK = 1
export CORE_AREA = 10 10 108 108
export DIE_AREA = 0 0 118 118
--- ./constraint.sdc ---
current_design clkdiv

set clk_period 8.2
set clk_io_pct 0.2

create_clock -name clk0 -period $clk_period [get_ports {clk_in}]

set non_clock_inputs [all_inputs -no_clocks]
set_input_delay [expr $clk_period * $clk_io_pct] -clock clk0 $non_clock_inputs
set_output_delay [expr $clk_period * $clk_io_pct] -clock clk0 [all_outputs]
==> results.py <==
# Physical implementation metrics
metrics = {
    "detailed_routing": {
        "antenna-diode-count": 0,
        "postRouteAntennaNets": 0,
        "drtPass1Iterations": 4,
        "wl_per_cell_um": 8.95,
        "routed_wl_mm": 2.67,
        "vias_per_cell": 3.75,
        "drtIter0Drc": 71,
        "vias": 1118,
        "drt_drc_violations_left": 0,
    },
    "global_route": {
        "grt_pass1_vias": 1026,
        "antenna_found_initial": 0,
        "grt_max_degree": 14,
        "grt_overflow": 0,
        "grt_first_pass_wirelength_mm": 4.86,
        "grt.total_usage_pct": 3.97,
    },
    "placed_design": {
        "dpl.hpwl_mm": 1.94,
        "numPortBuffers": 1,
        "routabilityCongestion": 0.861,
        "dp_cells": 290,
        "dpl_cell_area_um2": 1670,
    },
    "cts": {
        "htreeDepth": 2,
        "ctsResizeCount": 0,
        "insertion_delay_ns": 0.28,
        "clk_pin_slew_worst_paths_ns": 0.07,
        "postCtsSetupBuffers": 0,
        "clock_sinks": 33,
        "hold_buffers": 0,
        "cts-root-buf": "clkbuf_8",
        "cts_buffers": 5,
        "cts_buffer_depth": 2,
        "cts_tree": "done",
    },
    "synth": {
        "top_cells_by_area": "dfxtp_1 42%, xor2_1 8.1%, xnor2_1 5.8%",
        "yosysChipArea_um2": 1520,
        "synth_cells": 164,
        "top_area_cell": "dfxtp_1",
        "yosysUniqueCellTypes": 36,
        "ys_seq_share_pct": 44.2,
        "top_area_share_pct": 42.2,
        "most_common_cell": "dfxtp_1",
        "top_cells_by_count": "32 x dfxtp_1, 14 x nand3_1, 14 x xor2_1",
        "yosys_cells": 164,
        "synth_area_um2": 1520,
        "edf_count": 1,
        "ys_ff": 33,
        "async_flop_share_pct": 0,
        "ys.flop_type": "dfxtp_1",
        "syn-mean-instance-area_um2": 9.26,
        "yosys_warnings": 1,
    },
    "worst_setup_path": {
        "crit_cells": 1,
        "critPathSlowestCell": "clkdlybuf4s50_1",
        "r2r_slack_ns": 6.18,
        "crit_chain": "clkdlybuf4s50_1",
        "end_kind": "output port",
        "ff2ff_path_depth": 5,
        "cpPeakStageDelay_ns": 0.47,
        "critPathBufInv": 1,
        "crit_fanout": 2,
        "timing.critical_path.max_delay_family": "buffers and inverters",
        "critPathKind": "reg -> out",
        "cp.arrival_ns": 1.09,
        "start_kind": "flip-flop",
        "cp.required_ns": 6.56,
    },
    "floorplanning": {
        "io-pin-count": 2,
        "die_w_um": 118,
        "fp_util_pct": 16.4,
        "rows": 35,
        "die_area_um2": 13900,
        "die_h_um": 118,
        "core-area_um2": 9280,
    },
    "pwr": {
        "total_leakage_power_nw": 0.608,
        "vdd_drop_max_mv": 0.0864,
        "power_density_nw_per_um2": 166,
    },
    "sta": {
        "tns_ns": 0,
        "fin_skew_ns": 0.00496,
        "slew_headroom_pct": 48.5,
        "fmax_ghz": 0.367,
        "finalHoldViolations": 0,
        "period_minus_slack_ns": 2.73,
        "rsz0062_at_grt": "no",
        "finalSetupViolations": 0,
        "worst_pin_slew_ns": 0.766,
        "fin_crit_sh_pct": 33.3,
        "maxSlewViolCount": 0,
    },
    "final_layout": {
        "drive_gt1_share_pct": 10.1,
        "area.growth.synth_to_final_pct": 16.3,
        "fin_area_um2": 1770,
        "instances_no_fill": 298,
    },
    "run": {
        "tool_warnings": 25,
        "maxCapViolations": 0,
    },
    "hold_path": {
        "hold_class": "reg -> reg",
        "hold_path_depth": 1,
    },
    "outcome": {
        "status": "finished, final reports clean",
    },
}
[cells by family (layout without fill, tap and decap cells)]
group,count (synthesis),after routing,synth area share (%)
compound gates,12,12,4.70
buf+inv,10,15,3.13
xor+xnor,24,24,13.8
simple gates,84,84,33.4
flops,33,33,44.2
fa+ha+maj,1,1,0.824
[sequential cells by signal (all words and copies together) (netlist names)]
signal   flops
count       32
clk_out      1
[cells in the final DEF (no fill, tap or decap), types with 6 or more instances in the layout]
cell | netlist | layout
dfxtp_1 | 32 | 32
nand3_1 | 14 | 14
xor2_1 | 14 | 14
nand2_1 | 13 | 13
nor3_1 | 11 | 11
nand4_1 | 10 | 10
xnor2_1 | 10 | 10
nor2_1 | 9 | 9
clkbuf_8 | 0 | 7
inv_1 | 6 | 6
nor4_1 | 6 | 6
[metrics by stage]
stage / power [W] / worst slack, ns / hold slack [ns] / utilization (%)
after floorplan: 0.000165 / 6.23 / 0.430 / -
after global placement: 0.000165 / 5.77 / 0.445 / 17.9
after detailed placement: 0.000165 / 5.76 / 0.454 / 17.9
after CTS: 0.000297 / 5.45 / 0.469 / 19.0
after global routing: 0.000306 / 5.44 / 0.481 / 19.0
final: 0.000293 / 5.47 / 0.462 / 19.0
[worst paths after layout]
| check | startpoint | end |
|---|---|---|
| setup / recovery | clk_out | clk_out |
| hold reg to reg | count[0] | count[0] |
| hold / removal | count[0] | count[0] |
| setup reg to reg | count[0] | count[26] |
[per-layer routing]
layer  GRT usage (%)  up-vias  routed length (um)
met1            5.68      503                1440
met4           0.464        0                  29
met3            1.17        4                 106
met5               0        -                   0
li1                -      595                   -
met2            5.94       16                1090
[final cells by class]
type	count	area, um^2
fillers	1032	7520
flip-flops and latches	33	671
multi-input cells	121	801
clock buffers	7	96.3
repair buffers	1	10.0
inverters	6	22.5
clock inverters	1	5.00
well taps	129	161
[report_power, final]
group	switching [W]	leakage, nW	total [W]	internal (W)
Sequential	0	0.269	0.000161	0.000161
Clock	0.0000567	0.0542	0.000133	0.0000758
Combinational	0	0.285	0.000000000285	0
[worst register-to-register path: stages (launching register included)]
cell and delay, ns:
dfxtp_1 0.37, ha_1 0.23, nand4_1 0.27, nor4_1 0.66
nand4_1 0.21, xnor2_1 0.17
Power and IR drop assume default switching activity.
